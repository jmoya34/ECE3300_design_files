--- flow/config.mk ---
export PLATFORM = sky130hd
export DESIGN_NAME = decoder_4_16
export DESIGN_NICKNAME = decoder_4_16
export VERILOG_FILES = /design/flow/design.v
export SDC_FILE = /design/flow/constraint.sdc
export NUM_CORES = 4
export LEC_CHECK = 1
export CORE_AREA = 10 10 70 70
export DIE_AREA = 0 0 80 80
--- flow/constraint.sdc ---
current_design decoder_4_16

set clk_period 1.3
set clk_io_pct 0.2

create_clock -name clk0 -period $clk_period

set non_clock_inputs [all_inputs -no_clocks]
set_input_delay [expr $clk_period * $clk_io_pct] -clock clk0 $non_clock_inputs
set_output_delay [expr $clk_period * $clk_io_pct] -clock clk0 [all_outputs]
--- flow/design.v ---
`timescale 1ns / 1ps
module decoder_2_4(
        input x0,
        input x1,
        input E,
        inout wire d0,
        inout wire d1,
        inout wire d2,
        inout wire d3
    );
        wire x0_not;
        wire x1_not;
        not(x0_not, x0);
        not(x1_not, x1);
        and(d0, x0_not, x1_not, E);
        and(d1, x0, x1_not, E);
        and(d2, x0_not, x1, E);
        and(d3, x0, x1, E);
endmodule
`timescale 1ns / 1ps
module decoder_4_16(
    input port_E,
    input port_x0,
    input port_x1,
    input port_x2,
    input port_x3,
    output [3:0] port_d0,
    output [3:0] port_d1,
    output [3:0] port_d2,
    output [3:0] port_d3
    );
    wire [3:0] decoder1_output;
    decoder_2_4 Enabler(
                .E(port_E),
                .x0(port_x2),
                .x1(port_x3),
                .d0(decoder1_output[0]),
                .d1(decoder1_output[1]),
                .d2(decoder1_output[2]),
                .d3(decoder1_output[3])
        );
    genvar i;
    generate
    for(i = 0; i < 4; i = i+1)
    decoder_2_4 decoder4(
                .E(decoder1_output[i]),
                .x0(port_x0),
                .x1(port_x1),
                .d0(port_d0[i]),
                .d1(port_d1[i]),
                .d2(port_d2[i]),
                .d3(port_d3[i])
    );
    endgenerate
endmodule
--- flow/run.sh ---
#!/bin/bash
# OpenROAD 26Q1-2900-gdf79404cd8, Yosys 0.63+post, stock flow scripts
make -C /OpenROAD-flow-scripts/flow DESIGN_CONFIG=/design/flow/config.mk WORK_HOME=/design/flow/orfs finish
==> out/qor.csv <==
metric,value,unit
DRC viols,0,
Top area cell types,"buf_4, nor2_1, nor3_1",
Worst-Margin Slew,0.176,ns
hold_sp,port_x0,
switching power,0.0402,mW
CLK BUF,0,
mean post-synth cell area,6.10,um^2
Chip Height,80,um
vias per cell,2.76,
share of layout cells above drive strength 1,76.4,%
Util after Layout,14.2,%
"Req. time, crit path",1.04,ns
DRT Wirelength,998,um
fp_density,6.96,%
detailed placement HPWL,842,um
clock network power share,0,%
Core Area,3420,um^2
CP startpoint,port_x3,
number of cells in Yosys stat,39,
maximum vdd drop,0.0222,mV
switching share of power,43.5,%
post-synthesis sequential area ratio,0,%
final setup TNS,-0.129,ns
Register Area,0,um^2
Inst Count DP,92,
Critical Path Source Type,input pin,
largest net degree at the start of global routing,8,
total grt overflow,0,
critical path type,input pin to output pin,
DIE AREA,6400,um^2
Flops,0,
io pins,21,
Port Buf Inserts,21,
post-route ant nets,0,
hold endpoint,port_d0[0],
drt pass-1 iters,2,
failing checks,negative setup slack,
antenna cells,0,
hold path cells,3,
Yosys chip area,238,um^2
RSZ-0062 raised after global routing,true,
"Warnings, synthesis",0,
PD cells,190,nW/um^2
Final setup viols,3,
Int Pwr,0.0523,mW
crit share post-route,105,%
GP Congestion,0.680,
Max-cap violations,0,
Area Growth Syn to Fin,105,%
vias in the first global route,283,
"Hold-fix buffers, CTS",0,
Worst slew margin,88.3,%
leakage power,0.223,nW
Max-area cell share,50.5,%
DR vias,279,
first-pass GRT wire length,1.47,mm
Setup crit end kind,output pin,
GRT Util Overall,2.89,%
Gate Count Post-Synth,39,
Netlist Area Pre-Place,238,um^2
Reg power frac,0,%
worst hold-check path type,input pin to output pin,
final hold vios,0,
Critical Path Fanout Max,4,
# rows,21,
WL/cell,9.88,um
Arrival @ worst endpoint,1.11,ns
"Worst Setup Slack, final",-0.0690,ns
Cell Type Count,9,
initial antenna violation count,0,
tool warnings,34,
Max Slew Vio Count,0,
Logic pwr share,100.0,%
Top Layout Cells,"buf_2, buf_4, nor2_2",
Post-Layout Cell Count,101,
fin crit period,1.37,ns
"area leader, netlist",buf_4,
first-iteration detailed-routing DRC count,3,
result of the run,"complete, but fails checks",
Highest Clock Rate,730,MHz
Die Width,80,um
-- logic make-up after synthesis --
group	Yosys count	synth area share (%)
buffers and inverters	16	50.5
and+or+nand+nor	23	49.5
-- how the worst max path moves through the flow --
stage / end / cells after the start
global route: port_d0[0] / 5
CTS: port_d0[0] / 5
finish: port_d0[0] / 5
-- through the flow --
stage	instance area, um^2	power (mW)	setup slack, ns	hold slack [ns]
after floorplan	238	0.0267	0.179	0.643
after global placement	400	0.0629	-0.722	1.59
after detailed placement	400	0.0637	-0.747	1.60
after CTS	463	0.0848	-0.0956	0.823
after global routing	487	0.100	-0.0930	0.842
final	487	0.0926	-0.0690	0.819
-- synthesized netlist by cell type --
master    number
buf_4         16
nand2_1        1
nand2b_1       2
nand3_1        1
nand3b_1       2
nor2_1        12
nor3_1         3
nor3_2         1
or3b_4         1
-- power by group through the flow --
stage | sequential [mW] | combinational, mW | clock [mW]
CTS | 0 | 0.0848 | 0
global route | 0 | 0.100 | 0
finish | 0 | 0.0926 | 0
-- cell type report --
class	count	area (um^2)
multi-input cells	23	183
fillers	399	2930
repair buffers	32	246
well taps	46	57.6
-- critical path, cell delays in order --
cell and delay (ns):
buf_8 0.10, or3b_4 0.42, buf_6 0.13, nor3_2 0.09, buf_2 0.11
-- timing repair --
| action | 4_1_cts | 5_1_grt |
|---|---|---|
| pin swaps | 16 | 5 |
| setup endpoints to repair | 16 | 10 |
| gates cloned | 0 | 0 |
| buffers inserted | 8 | 1 |
| endpoints found under the hold margin | 0 | 0 |
| gates resized | 71 | 15 |
-- routing by layer --
layer	track usage [%]	up-vias	wire, um
met5	0	-	0
met2	6.18	9	572
met3	0.455	0	54
met1	2.90	128	372
met4	0	0	0
li1	-	142	-
Power figures rest on the tool's default switching activity, not on a simulated workload.
