==> ./run.sh <==
#!/bin/bash
# OpenROAD 26Q1-2900-gdf79404cd8, Yosys 0.63+post, stock flow scripts
make -C /OpenROAD-flow-scripts/flow DESIGN_CONFIG=/design/flow/config.mk WORK_HOME=/design/flow/orfs finish
==> ./config.mk <==
export PLATFORM = sky130hd
export DESIGN_NAME = Counter_Mux
export DESIGN_NICKNAME = Counter_Mux
export VERILOG_FILES = /design/flow/design.v
export SDC_FILE = /design/flow/constraint.sdc
export NUM_CORES = 4
export LEC_CHECK = 1
export CORE_UTILIZATION = 50
==> ./constraint.sdc <==
current_design Counter_Mux

set clk_period 6.0
set clk_io_pct 0.2

create_clock -name clk0 -period $clk_period [get_ports {counter_mux_clk}]

set non_clock_inputs [all_inputs -no_clocks]
set_input_delay [expr $clk_period * $clk_io_pct] -clock clk0 $non_clock_inputs
set_output_delay [expr $clk_period * $clk_io_pct] -clock clk0 [all_outputs]
==> ./design.v <==
`timescale 1ns / 1ps
module Counter_Mux #(parameter CLK_DIV = 28'd100000000)
                (
                    input counter_mux_rst,
                    input counter_mux_en,
                    input counter_mux_clk,
                    input counter_mux_select,
                    output counter_mux_sev_seg_output_an,
                    output [6:0] counter_mux_sev_seg_output_off,
                    output [3:0] counter_mux_led_out,
                    output reg[6:0] counter_mux_seg_out
                );
                assign counter_mux_sev_seg_output_off = 7'b1111111;
                assign counter_mux_sev_seg_output_an = 1'b0;
                wire [3:0] counter_mux_out_bcd;
                wire [3:0] counter_mux_out_hex;
                UCH #(.DIVISION(CLK_DIV)) hex_counter_up(
                    .uch_en(counter_mux_en),
                    .uch_rst(counter_mux_rst),
                    .uch_clk(counter_mux_clk),
                    .uch_out(counter_mux_out_hex)
                );
                UCB #(.CLK_DIVISION(CLK_DIV)) bcd_counter_up(
                    .ucb_en(counter_mux_en),
                    .ucb_rst(counter_mux_rst),
                    .ucb_clk(counter_mux_clk),
                    .ucb_out(counter_mux_out_bcd)
                );
                wire [3:0] counter_mux_values;
                mux2x1 myMux(
                    .mux2x1_sel(counter_mux_select),
                    .mux2x1_i1(counter_mux_out_bcd),
                    .mux2x1_i0(counter_mux_out_hex), 
                    .mux2x1_p(counter_mux_values)
                );
                assign counter_mux_led_out = counter_mux_values;
                always @(counter_mux_values)
                    begin: CONVERT_7SEG
                        case(counter_mux_values)
                            4'h0: counter_mux_seg_out = 7'b1000000;
                            4'h1: counter_mux_seg_out = 7'b1111001;
                            4'h2: counter_mux_seg_out = 7'b0100100;
                            4'h3: counter_mux_seg_out = 7'b0110000;
                            4'h4: counter_mux_seg_out = 7'b0011001;
                            4'h5: counter_mux_seg_out = 7'b0010010;
                            4'h6: counter_mux_seg_out = 7'b0000010;
                            4'h7: counter_mux_seg_out = 7'b1111000;
                            4'h8: counter_mux_seg_out = 7'b0000000;
                            4'h9: counter_mux_seg_out = 7'b0011000;
                            4'hA: counter_mux_seg_out = 7'b0001000;
                            4'hB: counter_mux_seg_out = 7'b0000011;
                            4'hC: counter_mux_seg_out = 7'b1000110;
                            4'hD: counter_mux_seg_out = 7'b0100001;
                            4'hE: counter_mux_seg_out = 7'b0000110;
                            4'hF: counter_mux_seg_out = 7'b0001110;
                            default: counter_mux_seg_out = 7'bzzzzzzz;  
                        endcase
                    end
endmodule
`timescale 1ns / 1ps
module UCB #(parameter CLK_DIVISION = 28'd100000000)
           (
            input ucb_en,
            input ucb_rst,
            input ucb_clk,
            output[3:0] ucb_out
           );
           wire bcd_rst;
           assign bcd_rst = (ucb_out[0] & (~ucb_out[1]) & (~ucb_out[2]) & ucb_out[3]) | ucb_rst;
           UCH #(.DIVISION(CLK_DIVISION)) my_UCH
            (
             .uch_en(ucb_en),
             .uch_rst(bcd_rst),
             .uch_clk(ucb_clk),
             .uch_out(ucb_out)
            );
endmodule
`timescale 1ns / 1ps
module UCH #(parameter DIVISION = 28'd100000000)
            (
            input uch_en,
            input uch_rst,
            input uch_clk,
            output reg[3:0] uch_out
            );
            wire clock_out;
            clock_divider #(.DIVISOR(DIVISION))  one_hz_clk
                    (
                    .clock_in(uch_clk), 
                    .clock_out (clock_out)
                    );
            always @(posedge clock_out)
            if(uch_rst)
                uch_out <= 4'b0;
            else
                begin
                if (uch_out == 4'b1111)
                    uch_out <= 4'b0000;
                else if(uch_en)
                    uch_out <= uch_out +1;
                end
endmodule
`timescale 1ns / 1ps
module clock_divider #(parameter DIVISOR = 28'd100000000)
                    (
                    input clock_in, 
                    output reg clock_out 
                    );
                    reg[27:0] counter=28'd0;
                    always @(posedge clock_in)
                    begin
                     counter <= counter + 28'd1;
                     if(counter>=(DIVISOR-1))
                      counter <= 28'd0;
                     clock_out <= (counter<DIVISOR/2)?1'b1:1'b0;
                    end     
endmodule
`timescale 1ns / 1ps
module mux2x1(
    input mux2x1_sel,
    input[3:0] mux2x1_i1,
    input[3:0] mux2x1_i0, 
    output[3:0] mux2x1_p
    );
    assign mux2x1_p = (mux2x1_sel) ? mux2x1_i0 : mux2x1_i1;
endmodule
==> reports/metrics.cfg <==
[outcome]
outcome=finished clean

[final_timing]
untimed_endpoints=8
skew_ps=5.76
setup-tns-final_ps=0
tightest_slew_ps=892
slew_viol_final=0
finalHoldViolations=0
unclocked_pins=8
finalSetupViolCount=0
fin_crit_sh=0.811
rsz0062_at_grt=false
max_freq_mhz=205
relSlewSlack=0.389
min_period_ps=4870

[setup_path]
crit_arrival_ps=3670
critPathMaxFanout=13
critPathKind=in -> out
critical_path_required_ps=4800
critPathLaunch=counter_mux_select
cp-end-kind=output pin
rrSetupSlack_ps=3780
critPathLaunchType=input pin
r2r_start=bcd_counter_up.my_UCH.one_hz_clk.counter[0]
endpoint=counter_mux_seg_out[3]
r2r_end=bcd_counter_up.my_UCH.one_hz_clk.counter[24]
worst-r2r-cell-count=6

[yosys]
ys_ff=66
synthCells=406
synthFlopType=dfxtp_1
async_reset_ff_frac=0
synth_warnings=4
synth-edff-count=0
avgSynthCellArea_um2=8.77
topCellsByArea=dfxtp_1, a21oi_1, xnor2_1, a22oi_1, ha_1
yosysChipArea_um2=3560
syn_area_um2=3560
synth_cell_types=54
top_cell_area_share=0.371
synth_stat.cells=406
postSynthSeqShare=0.371
synth_area_leader_cell=dfxtp_1

[floorplan]
fp.dieW_um=86.4
die_y_um=86.4
core_um2=6830
row_count=30
die_area_um2=7470
ioPinCount=23
fp-utilization=0.521

[job]
warnings=30
cap_violations=0

[place]
numPortBuffers=14
gp_congestion=0.807
hpwl_um=4570

[route]
drcViolationCount=0
wl_per_cell_um=13.2
first_pass_iters=4
avgViaCountPerCell=5.65
drt_iter0_markers=153
diodes=0
vias=2894
antenna_left=0
routed_wirelength_um=6750

[pwr]
clkPwrFrac=0.386
p_sw_w=0.000230
swShare=0.275
power_frac_comb=0.088
irDropWorstVdd_mv=0.199
power_density_nw_per_um2=219
p_seq_frac=0.527
power_leakage_nw=1.39
intPower_w=0.000607

[global_routing]
grt_pass1_wl_um=12000
first_global_vias=2605
grtUsageMet3=0.0367
grt_max_degree=28
met2_usage=0.302
grt-busiest-layer=met1
grt_usage=0.201
overflow=0
met1_usage=0.323
antenna_found_initial=0

[clock_network]
clk_pin_slew_ps=70
numCtsBuffers=9
ctsHoldBuffers=0
cts_setup_buffers=0
cts_tree=built
htreeDepth=3
cts_resized=0
clk_path_buf_depth=2
insertion_delay_ps=330
cts-root-buf=clkbuf_8

[layout]
final_cell_mix=dfxtp_1, a21oi_1, nand2_1, xnor2_1, nor2_1
fillers=614
final_util=0.561
drive_gt1_frac=0.0769
areaGrowthSynthToFinish_pct=7.52
lay_top_count=dfxtp_1

[hold_path]
min_path_type=reg -> reg

-- area by class of cell --
class,instances,area (um^2),area share
Clock inverter,6,41.3,0.0108
Timing Repair Buffer,17,163,0.0425
Tap cell,96,120,0.0314
Clock buffer,10,138,0.0359
Inverter,13,48.8,0.0127
Sequential cell,66,1320,0.345
Multi-Input combinational cell,304,2000,0.522
-- per-stage QoR --
step                std cells  power [W]  cell area (um^2)  hold WS [ps]  setup WS [ps]
floorplan                 414   0.000507              3590           416           2200
CTS                       512   0.000851              3830           467           1160
finish                    512   0.000837              3830           468           1130
global route              512   0.000883              3830           493            892
detailed placement        496   0.000524              3650           456           1170
global placement          496   0.000522              3650           455           1180
-- flip-flops by register name (all words and copies together) (netlist names) --
name                                        count
bcd_counter_up.my_UCH.uch_out                   4
bcd_counter_up.my_UCH.one_hz_clk.clock_out      1
hex_counter_up.one_hz_clk.clock_out             1
hex_counter_up.one_hz_clk.counter              28
bcd_counter_up.my_UCH.one_hz_clk.counter       28
hex_counter_up.uch_out                          4
-- power by group through the flow --
stage | combinational, W | clock (W) | sequential (W)
final | 0.0000734 | 0.000323 | 0.000441
after global routing | 0.0000843 | 0.000352 | 0.000446
after CTS | 0.0000741 | 0.000336 | 0.000441
-- worst min-delay path by stage --
stage / start / endpoint / slack [ps] / depth (start not counted)
after global routing: bcd_counter_up.my_UCH.one_hz_clk.counter[26] / bcd_counter_up.my_UCH.one_hz_clk.clock_out / 490 / 1
after CTS: bcd_counter_up.my_UCH.one_hz_clk.counter[26] / bcd_counter_up.my_UCH.one_hz_clk.clock_out / 470 / 1
final: bcd_counter_up.my_UCH.one_hz_clk.counter[26] / bcd_counter_up.my_UCH.one_hz_clk.clock_out / 470 / 1
-- cell families after synthesis --
family,count (synthesis),share of synthesized area
simple gates,132,0.210
buf+inv,44,0.0766
xor+xnor,33,0.0811
fa+ha+maj,10,0.0351
mux,6,0.0172
flops,66,0.371
compound gates,113,0.207
other cells,2,0.00211
-- synth_stat cells (4+ instances only) --
| master | number |
|---|---|
| a21o_1 | 4 |
| a21oi_1 | 37 |
| a22oi_1 | 18 |
| a31o_2 | 4 |
| and3_1 | 4 |
| and4_1 | 6 |
| buf_4 | 8 |
| clkbuf_1 | 15 |
| dfxtp_1 | 66 |
| ha_1 | 10 |
| inv_1 | 13 |
| mux2i_1 | 5 |
| nand2_1 | 26 |
| nand3_1 | 15 |
| nand4_1 | 16 |
| nor2_1 | 19 |
| nor3_1 | 11 |
| nor4_1 | 6 |
| o21ai_0 | 16 |
| o22ai_1 | 4 |
| o2bb2a_1 | 5 |
| o31ai_1 | 6 |
| or3_1 | 10 |
| or4_1 | 8 |
| xnor2_1 | 20 |
| xor2_1 | 13 |
-- layer usage --
layer  routed length (um)  vias up
met5                    0        -
li1                     -     1503
met2                 2890       36
met3                  229        5
met4                   68        0
met1                 3570     1350
-- worst max-delay path, stage by stage --
cell             delay, ps
clkdlybuf4s50_1        590
mux2i_1                780
inv_1                  230
nand3_1                140
o21ai_0                 90
a221o_1                260
clkdlybuf4s50_1        390
No activity file was given, so power comes from the tool's default toggle rates.
