--- design/flow/run.sh ---
#!/bin/bash
# OpenROAD 26Q1-2900-gdf79404cd8, Yosys 0.63+post, stock flow scripts
make -C /OpenROAD-flow-scripts/flow DESIGN_CONFIG=/design/flow/config.mk WORK_HOME=/design/flow/orfs finish
--- design/flow/config.mk ---
export PLATFORM = sky130hd
export DESIGN_NAME = upCounter
export DESIGN_NICKNAME = upCounter
export VERILOG_FILES = /design/flow/design.v
export SDC_FILE = /design/flow/constraint.sdc
export NUM_CORES = 4
export LEC_CHECK = 1
export CORE_AREA = 10 10 70 70
export DIE_AREA = 0 0 80 80
--- design/flow/constraint.sdc ---
current_design upCounter

set clk_period 1.3
set clk_io_pct 0.2

create_clock -name clk0 -period $clk_period [get_ports {counter_mux_clk}]

set non_clock_inputs [all_inputs -no_clocks]
set_input_delay [expr $clk_period * $clk_io_pct] -clock clk0 $non_clock_inputs
set_output_delay [expr $clk_period * $clk_io_pct] -clock clk0 [all_outputs]
--- design/flow/design.v ---
`timescale 1ns / 1ps
module mux2x1_Ninput#(parameter SIZE = 4)                
    (                                               
    input  mux2x1_sel,         
    input [SIZE-1:0] mux2x1_i0,
    input [SIZE-1:0] mux2x1_i1,                    
    output [SIZE-1:0] mux2x1_p                              
    );                                              
    assign mux2x1_p = (mux2x1_sel) ? mux2x1_i1 : mux2x1_i0;   
endmodule      
`timescale 1ns / 1ps
module ucb(                                                                        	 
    input ucb_clk,                                                                 	 
    input ucb_rst,                                                                 	 
    input ucb_en,                                                                  	 
    output [3:0] ucb_out                                                           	 
    );                                                                             	 
    wire ucb_rst_out;                                                              	 
    wire ucb_temp_rst;                                                             	 
    assign ucb_temp_rst = (ucb_out[3] & !ucb_out[2] & !ucb_out[1] & ucb_out[0]);   	 
    or(ucb_rst_out, ucb_rst, ucb_temp_rst);                                        	 
    uch bcd (                                                                      	 
        .uch_clk(ucb_clk),                                                         	 
        .uch_rst(ucb_rst_out),                                                     	 
        .uch_en(ucb_en),                                                           	 
        .uch_out(ucb_out)                                                          	 
    );                                                                             	 
endmodule                                                                          	 
`timescale 1ns / 1ps
module uch(                              
    input uch_clk,                       
    input uch_rst,                       
    input uch_en,                        
    output reg [3:0] uch_out             
    );                                   
    always @(posedge uch_clk)            
    begin: uch_OP                        
        if (uch_rst)                     
            uch_out = 4'd0;              
        else                             
        begin: EN_ON                     
            if (uch_en)                  
                uch_out <= uch_out + 1;  
        end                              
    end                                  
endmodule                                
`timescale 1ns / 1ps
module upCounter
                (
                    input counter_mux_en,
                    input counter_mux_rst,
                    input counter_mux_clk,
                    input counter_mux_select,
                    output [3:0] counter_mux_led_out
                );
                assign counter_mux_sev_seg_output_off = 7'b1111111;
                assign counter_mux_sev_seg_output_an = 1'b0;
                wire [3:0] counter_mux_out_bcd;
                wire [3:0] counter_mux_out_hex;
                uch  hex_counter_up(
                    .uch_en(counter_mux_en),
                    .uch_rst(counter_mux_rst),
                    .uch_clk(counter_mux_clk),
                    .uch_out(counter_mux_out_hex)
                );
                ucb bcd_counter_up(
                    .ucb_en(counter_mux_en),
                    .ucb_rst(counter_mux_rst),
                    .ucb_clk(counter_mux_clk),
                    .ucb_out(counter_mux_out_bcd)
                );
                mux2x1_Ninput myMux(
                    .mux2x1_sel(counter_mux_select),
                    .mux2x1_i1(counter_mux_out_bcd),
                    .mux2x1_i0(counter_mux_out_hex), 
                    .mux2x1_p(counter_mux_led_out)
                );
endmodule
==> reports/qor.yml <==
hold_path_class: "reg -> reg"
rsz0062_at_grt: "no"
worstSetupEndpointType: "output port"
drc: 0
ys_cells: 41
r2r-start: "bcd_counter_up.bcd.uch_out[0]$_SDFFE_PP0P_"
synthArstFlopShare: 0
ys_seq_share: 0.400
grt_max_degree: 9
hold_viol: 0
portBuffers: 7
tool_warnings: 25
edf_count: 0
finalCritPeriodShare: 0.968
tightest_slew_ns: 0.296
syn-cell-area_sq_um: 400
yosysChipArea_sq_um: 400
clock_skew_ns: 0.00346
p_leak_nw: 0.273
p_per_area_mw_per_mm2: 910
r2r-end: "bcd_counter_up.bcd.uch_out[1]$_SDFFE_PP0P_"
netlist_instances: 41
crit_path_max_incr_delay_ns: 0.34
rows: 21
lay_top_cells: "buf_4, nor2_1, dfxtp_2"
fp_util: 0.117
syn_area_per_cell_sq_um: 9.77
cap_violations: 0
rrSetupSlack_ns: 0.27
grt_usage: 0.0288
die_w_microns: 80
cts_tree: "yes"
fin_area_sq_um: 624
chipArea_sq_mm: 0.00640
boundaryPins: 8
grt_overflow: 0
yosysUniqueCellTypes: 18
crit_slowest_cell: "mux2_2"
drive_above_1_share: 0.459
drv_slew: 0
synth-seq-cells: 8
cts_root_buffer: "clkbuf_4"
hold_end: "hex_counter_up.uch_out[2]$_SDFFE_PP0P_"
crit_path_max_fanout: 4
relSlewSlack: 0.802
setup_tns_ns: 0
crit_required_ns: 1.04
core_area_sq_mm: 0.00342
cts.sinks: 8
worstHoldPathCells: 3
first_global_vias: 337
place_area_sq_um: 569
lay_top_count: "buf_4"
die_h_microns: 80
cp-start-kind: "input pin"
ant_nets: 0
max_freq_mhz: 795
crit_chain: "clkdlybuf4s15_2 > mux2_2 > clkdlybuf4s15_1"
period_needed_ns: 1.26
syn_to_final_growth_pct: 55.9
clockBufferDepth: 2
cp_top_family: "buffers and inverters"
dpl.hpwl_microns: 691
status: "finished, final reports clean"
drt_first_pass_iters: 3
cp_num_buf_inv: 2
worst-r2r-cell-count: 4
insertion_delay_ns: 0.25
ctsHoldBuffers: 0
ir_drop_mv: 0.181
vias: 350
setup_viol: 0
wl_per_cell_microns: 8.36
drt_wl_total_microns: 895
n_antenna_cell: 0
gp_congestion: 0.815
cts_max_level: 1
worstPathArrival_ns: 1.00
grt_pass1_wl_microns: 1440
antenna_found_initial: 0
flop_cell: "dfxtp_1"
drt_iter0_drc: 32
cts_inserted_buffers: 3
clk_pin_slew_ns: 0.05
crit_type: "in -> out"
viasPerCell: 3.27
hold_start: "hex_counter_up.uch_out[2]$_SDFFE_PP0P_"
yosysWarnings: 3
-- layout make-up --
type | count | area, sq um
clock buffers | 3 | 22.5
fillers | 380 | 2790
inverters | 2 | 7.51
multi-input cells | 30 | 225
flip-flops and latches | 8 | 168
well taps | 46 | 57.6
repair buffers | 18 | 144
-- layer usage --
layer  part of all wire  wire length [microns]  GRT usage
met5                  0                      0          0
met1               0.49                    442     0.0342
met4                  0                      0    0.00528
met2               0.38                    344     0.0385
met3               0.12                    108     0.0250
-- cell families after synthesis --
logic type | after synthesis | synth area share
simple gates | 12 | 0.141
flops | 8 | 0.400
buf+inv | 3 | 0.0469
compound gates | 5 | 0.0781
fa+ha+maj | 2 | 0.0625
xor+xnor | 5 | 0.109
mux | 6 | 0.162
-- synthesized netlist by cell type (2+ instances only) --
library cell	count	share of area
dfxtp_1	8	0.40
nor2_1	7	0.066
mux2_2	4	0.11
xnor2_1	3	0.066
ha_1	2	0.062
inv_1	2	0.019
mux2i_1	2	0.050
nand2_1	2	0.019
xor2_1	2	0.044
-- worst max path at each step --
stage                                                 startpoint                     end  depth (start not counted)
final                                         counter_mux_select  counter_mux_led_out[0]                          3
after CTS             bcd_counter_up.bcd.uch_out[3]$_SDFFE_PP0P_  counter_mux_led_out[3]                          2
after global routing                          counter_mux_select  counter_mux_led_out[2]                          3
-- worst register-to-register path, stage by stage, from the launching register on --
cell	delay [ns]
dfxtp_1	0.31
buf_4	0.15
ha_1	0.29
mux2i_1	0.13
nor2_1	0.05
-- through the flow --
step                      worst slack [ns]  std cells   util  power, mW  hold WS [ns]
final                               0.0420        107  0.183      0.568         0.584
after global routing                0.0134        107  0.183      0.598         0.602
after floorplan                      0.404         41      -      0.322         0.329
after global placement              -0.516        100  0.167      0.379         0.502
after CTS                           0.0194        106  0.182      0.574         0.509
after detailed placement            -0.530        100  0.167      0.381         0.500
-- registers in the layout (all words and copies together), names as in the netlist --
| name | flops |
|---|---|
| bcd_counter_up.bcd.uch_out | 4 |
| hex_counter_up.uch_out | 4 |
-- what timing repair did --
item,in CTS,in global routing
resized,17,3
endpoints found under the setup margin,4,2
cloned,0,0
setup buffers,3,1
-- report_power, final --
| part | total [mW] | internal (mW) | switching (mW) |
|---|---|---|---|
| Combinational | 0.109 | 0.0660 | 0.0428 |
| Sequential | 0.268 | 0.260 | 0.00739 |
| Clock | 0.191 | 0.106 | 0.0857 |
No activity file was given, so power comes from the tool's default toggle rates.
